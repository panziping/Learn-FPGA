===== flow/design.v =====
module key_filter(
	clk,
	rst_n,
	key,
	key_state_valid_go	 
);
	input clk;
	input rst_n;
	input key;
	output reg key_state_valid_go;
	reg [2:0] r_key_sync;
	always@(posedge clk) begin
		if(!rst_n) 
			r_key_sync <= 'd0;
		else 
			r_key_sync <= {r_key_sync[1:0],key};
	end
	assign w_key_pedge  = (r_key_sync[2:1]  == 2'b01);
	assign w_key_nedge  = (r_key_sync[2:1]  == 2'b10);
	localparam S_IDLE 		= 4'b0001;
	localparam S_FILTER0 	= 4'b0010;
	localparam S_DONE		 	= 4'b0100; 	
	localparam S_FILTER1 	= 4'b1000;
	reg [3:0] r_state;
	localparam TIMER_CNT_MAX = 20_000_000 / 20; 
	reg [19:0] r_timer_cnt;
	reg r_cnt_en;
	always@(posedge clk)
	begin
		if(!rst_n)
			r_timer_cnt <= 'd0;
		else if(r_cnt_en == 1'b1)
			r_timer_cnt <= r_timer_cnt + 1'b1;
		else
			r_timer_cnt <= 'd0;
	end
	always@(posedge clk) begin
		if(!rst_n) begin
			r_state <= S_IDLE;
			r_cnt_en <= 1'b0;
			key_state_valid_go <= 1'd0;
		end
		else begin
			case(r_state)
			S_IDLE: begin
				if(w_key_nedge == 1'b1) begin
					r_state <= S_FILTER0;
					r_cnt_en <= 1'b1;
				end
				else begin
					r_state <= S_IDLE;
					r_cnt_en <= 1'b0;
					key_state_valid_go <= 1'd0;
				end
			end
			S_FILTER0: begin
				if(w_key_pedge == 1'b1) begin
					r_state <= S_IDLE;
					r_cnt_en <= 1'b0;
				end
				else if(r_timer_cnt == TIMER_CNT_MAX - 1 && r_key_sync[2] == 1'b0) begin
					r_state <= S_DONE;
					r_cnt_en <= 1'b0;
				end
				else begin
					r_state <= S_FILTER0;
					r_cnt_en <= r_cnt_en;
				end
			end
			S_DONE: begin
				if(w_key_pedge == 1'b1) begin
					r_state <= S_FILTER1;
					r_cnt_en <= 1'd1;
				end
				else begin
					r_state <= S_DONE;
					r_cnt_en <= 1'b0;
				end
			end
			S_FILTER1: begin
				if(w_key_nedge == 1'b1) begin
					r_state <= S_DONE;
					r_cnt_en <= 1'b0;
				end
				else if(r_timer_cnt == TIMER_CNT_MAX - 1 && r_key_sync[2] == 1'b1) begin
					r_state <= S_IDLE;
					r_cnt_en <= 1'b0;
					key_state_valid_go <= 1'd1;
				end
				else begin
					r_state <= S_FILTER1;
					r_cnt_en <= r_cnt_en;
				end 
			end 
			default: begin
				r_state <= S_IDLE;
				r_cnt_en <= 1'b0;
			end 
			endcase
		end 
	end
endmodule
`timescale 1ns/1ns
module led(			
	clk,
	rst_n,
	key,
	led
);
	input clk;
	input rst_n;
	input [1:0] key;
	output reg [3:0] led;
	reg [31:0] r_led_cnt;
	localparam LED_CNT_MAX = 500_000_000/20;	 
	always@(posedge clk or negedge rst_n)
	begin
		if(!rst_n)
			r_led_cnt <= 'd0;
		else if(r_led_cnt == LED_CNT_MAX - 1)
			r_led_cnt <= 'd0;
		else
			r_led_cnt <= r_led_cnt + 1'd1;
	end
	wire [1:0] w_key_state_valid_go;
key_filter key_filter1(	 
	.clk(clk),
	.rst_n(rst_n),
	.key(key[0]),
	.key_state_valid_go(w_key_state_valid_go[0])	 
);	
key_filter key_filter2(	 
	.clk(clk),
	.rst_n(rst_n),
	.key(key[1]),
	.key_state_valid_go(w_key_state_valid_go[1])	 
);
	reg r_shift_en;
	always@(posedge clk)
	begin
		if(!rst_n)
			r_shift_en <= 1'd0;
		else if(w_key_state_valid_go[0] == 1'b1)	
			r_shift_en <= 1'd1;
		else if(w_key_state_valid_go[1] == 1'b1)
			r_shift_en <= 1'd0;
		else
			r_shift_en <= r_shift_en; 
	end
	always@(posedge clk or negedge rst_n)
	begin
		if(!rst_n)
			led <= 4'b1110;
		else if(r_shift_en) begin
			if(r_led_cnt == LED_CNT_MAX - 1)
				led <= {led[0],led[3:1]};
			else
				led <= led;
		end
		else begin
			if(r_led_cnt == LED_CNT_MAX - 1)
				led <= {led[2:0],led[3]};
			else
				led <= led;
		end
	end
endmodule

===== flow/run.sh =====
#!/bin/bash
# OpenROAD 26Q1-2900-gdf79404cd8, Yosys 0.63+post, stock flow scripts
make -C /OpenROAD-flow-scripts/flow DESIGN_CONFIG=/design/flow/config.mk WORK_HOME=/design/flow/orfs finish

===== flow/config.mk =====
export PLATFORM = sky130hd
export DESIGN_NAME = led
export DESIGN_NICKNAME = led
export VERILOG_FILES = /design/flow/design.v
export SDC_FILE = /design/flow/constraint.sdc
export NUM_CORES = 4
export LEC_CHECK = 1
export CORE_UTILIZATION = 40

===== flow/constraint.sdc =====
current_design led

set clk_period 4.2
set clk_io_pct 0.2

create_clock -name clk0 -period $clk_period [get_ports {clk}]

set non_clock_inputs [all_inputs -no_clocks]
set_input_delay [expr $clk_period * $clk_io_pct] -clock clk0 $non_clock_inputs
set_output_delay [expr $clk_period * $clk_io_pct] -clock clk0 [all_outputs]

==> run summary <==
run metrics: area figure in the yosys stat output=between 4000 and 5000 um2, Largest type area fraction=26.4%, Setup WS post-layout=around 1.6 ns, maximum level of the CTS H-tree=3, Core ar.=between 10000 and 15000 um2, Post-Syn Instances=485, Worst setup SP type=flop, Pint=1.17 mW, Clock Tree Root=sky130_fd_sc_hd__clkbuf_8, combined area of all synthesized cells=between 4000 and 5000 um2, cell leakage power=~1.8 nW, power share of the sequential group=around three fifths, combinational share of power=about 1.5%, Top area cell types=sky130_fd_sc_hd__dfxtp_1 26%, sky130_fd_sc_hd__dfrtp_1 18%, sky130_fd_sc_hd__xor2_1 4.1%, utilization of the core after routing=44.6%, Critical path destination=led[0], share of final-layout standard cells stronger than drive strength 1=8.52%, first drt pass iteration count=4, Least-Margin Pin Slew=around 0.83 ns, number of cell instances after yosys synthesis=485, maximum VDD drop=between 0.15 and 0.2 mV, Most used DFF post-synth=sky130_fd_sc_hd__dfxtp_1, top-level I/O count=8, Worst R2R End=led[0], clock buffer depth=2, final WL=around 8500 um, Reg-to-Reg Start=r_led_cnt[0], number of nets with antenna violations after detailed routing=0, worst slew slack as a fraction of its limit=between 40% and 50%, number of violations reported at the end of detailed-routing iteration 0=around 160, Final setup viols=0, type of the worst setup path=reg2reg, Hold Worst Slack=roughly 0.45 ns, ratio of routed vias to standard cells=around 5.4, area enclosed by the die boundary=11600 um2, most frequent logic cells in the routed design=59 x sky130_fd_sc_hd__dfxtp_1, 43 x sky130_fd_sc_hd__nor2_1, 39 x sky130_fd_sc_hd__nand2_1, x dimension of the die=108 um, number of hold-repair buffers added at the cts stage=0, final instance area=roughly 4800 um2, count of final max-slew check failures=0, startpoint of the worst setup timing path=r_led_cnt[0], cell accounting for the most synthesized area=sky130_fd_sc_hd__dfxtp_1, run status=complete, no violations, largest net degree at the start of global routing=roughly 54, OpenROAD warnings=25, count of library flops with an enable pin=0, placed wire-length estimate=5620 um, count of buffers added by post-CTS timing repair for setup=0, maximum fanout encountered on the critical timing path=18, fill cell count=around 1000, clock input transition at the sequential cells of the worst setup and hold paths=approximately 0.1 ns, average routed wire per standard cell=13.5 um, global-route wire length before repair=15000 um, count of clock tree sinks=95, Synthesized registers=95, number of different library cells in the post-synthesis netlist=56, worst path arrival time=between 2 and 3 ns, Setup WS pre-CTS=about 1.6 ns, Fmax=about 0.38 GHz, PostCTS Resize Cnt=0, weighted congestion reported at the end of routability-driven placement=between 0.8 and 0.9, register-to-register setup slack=between 1.5 and 2 ns, Total Power Consumption=about 1.5 mW, IO buf count=7, switching fraction of total power=22.7%, floorplan utilization=between 40% and 50%, setup repair after global routing missed its margin=no, final cell count without fillers=633, share of total power in the clock network=between 30% and 40%, CP max-delay cell=sky130_fd_sc_hd__nor3_4, Remaining DRCs=0, number of max-cap violations=0, DP Cell Count=just over 600, CP Data Required Time=roughly 4.5 ns, sequence of cells on the critical path=ha_1, nand3_2, or4_4, nor3_4, mux2_2, clock tree from TritonCTS=yes, post-route setup TNS=0 ns, Switching Power=344 uW, site row count=38, cts bufs inserted=9, time the worst path needs with I/O delays and setup=between 2 and 3 ns, Die Y=around 110 um, Final Hold Violation Tally=0, residual overflow from global routing=0, layout-stage area growth over the synthesis result=8.26%, post-place instance area=around 4700 um2, number of cells on the worst reg-to-reg path=5, Clk Latency, worst-skew pair=around 0.37 ns, warnings from Yosys=4, share of the cycle needed by the critical path after routing=a little over three fifths, Critical Path End Type=flop, number of global-route vias before repair=3194, average size of a mapped cell=a little over 9 um2, antenna fix cells=0, overall routing resource usage=16.5%, ys async rst share=a little under two fifths, power density over the cells=313 nW/um2, Slowest Stage Delay on Critical Path=0.67 ns, antenna violations before repair=0, worst hold path class=reg2reg, worst clock skew on the final layout=around 0.012 ns, Top cell excl fill/tap=sky130_fd_sc_hd__dfxtp_1, sequential cell area fraction in the yosys report=46.7%, via count=around 3400
-- sequential cells by signal, indices dropped and copies added (netlist names), 3 cells and up --
register / cells
key_filter2.r_state: 4
key_filter1.r_key_sync: 3
led: 4
key_filter2.r_key_sync: 3
key_filter2.r_timer_cnt: 20
r_led_cnt: 32
key_filter1.r_timer_cnt: 20
key_filter1.r_state: 4
-- cells by family after synthesis --
family          share of synthesized area (%)
xor+xnor                                 8.03
simple gates                             28.0
flops                                    46.7
compound gates                           10.6
mux                                      3.39
fa+ha+maj                               0.840
buf+inv                                  2.49
-- critical path: cells and delay by family, from the launching register on --
kind,cells,cell delay [ns]
AND/OR/NAND/NOR,3,1.42
flip-flops,1,0.42
multiplexers,1,0.40
adder cells (fa/ha/maj),1,0.27
-- Yosys cell counts, types with 9 or more instances --
master                     number
sky130_fd_sc_hd__and3_1        13
sky130_fd_sc_hd__nand2_1       39
sky130_fd_sc_hd__nand3_1       26
sky130_fd_sc_hd__nor3_1        15
sky130_fd_sc_hd__dfrtp_1       33
sky130_fd_sc_hd__inv_1         13
sky130_fd_sc_hd__or3_1          9
sky130_fd_sc_hd__nor2_1        43
sky130_fd_sc_hd__xor2_1        21
sky130_fd_sc_hd__clkbuf_1      13
sky130_fd_sc_hd__a21oi_1       26
sky130_fd_sc_hd__dfxtp_1       59
sky130_fd_sc_hd__nand4_1       20
sky130_fd_sc_hd__mux2_2         9
sky130_fd_sc_hd__and2_1         9
sky130_fd_sc_hd__or4_1         10
sky130_fd_sc_hd__xnor2_1       20
sky130_fd_sc_hd__nor4_1         9
sky130_fd_sc_hd__o31ai_1       10
sky130_fd_sc_hd__o21ai_0       23
-- metal layers --
layer | track usage (%) | vias to the layer above | part of all wire (%)
met3 | 3.58 | 7 | 3.4
li1 | - | 1764 | -
met1 | 24.8 | 1628 | 49
met2 | 26.1 | 31 | 46
met5 | 0 | - | 0
met4 | 1.76 | 0 | 1.2
-- power by group through the flow --
stage | clock, mW | combinational [mW] | sequential [mW]
after CTS | 0.604 | 0.0246 | 0.915
after global routing | 0.640 | 0.0276 | 0.916
final | 0.577 | 0.0235 | 0.915
-- worst min-delay path by stage --
| stage | start | endpoint | slack [ns] | cells past startpoint |
|---|---|---|---|---|
| CTS | key_filter2.r_key_sync[0] | key_filter2.r_key_sync[1] | 0.45 | 1 |
| global route | key_filter2.r_timer_cnt[0] | key_filter2.r_timer_cnt[0] | 0.48 | 1 |
| finish | key_filter2.r_timer_cnt[0] | key_filter2.r_timer_cnt[0] | 0.45 | 1 |
-- cell type report --
type	count	area, um2	share of cell area (%)
Sequential cell	95	2090	43.1
Inverter	13	48.8	1.01
Clock inverter	4	27.5	0.569
Clock buffer	12	156	3.23
Tap cell	140	175	3.62
Multi-Input combinational cell	361	2270	47.0
Timing Repair Buffer	8	72.6	1.50
No activity file was given, so power comes from the tool's default toggle rates.
