### config.mk
export PLATFORM = sky130hd
export DESIGN_NAME = segment
export DESIGN_NICKNAME = segment
export VERILOG_FILES = /design/flow/design.v
export SDC_FILE = /design/flow/constraint.sdc
export NUM_CORES = 4
export LEC_CHECK = 1
export CORE_UTILIZATION = 50
### constraint.sdc
current_design segment

set clk_period 3.2
set clk_io_pct 0.2

create_clock -name clk0 -period $clk_period [get_ports {i_clk}]

set non_clock_inputs [all_inputs -no_clocks]
set_input_delay [expr $clk_period * $clk_io_pct] -clock clk0 $non_clock_inputs
set_output_delay [expr $clk_period * $clk_io_pct] -clock clk0 [all_outputs]
### design.v
module hc595_driver(
	clk,
	rst_n,
	seg_data,
	seg_data_valid_go,
	seg_sclk,
	seg_rclk,
	seg_dio
);
	input clk;
	input rst_n;
	input [15:0] seg_data;
	input seg_data_valid_go;
	output reg seg_sclk;
	output reg seg_rclk;
	output reg seg_dio;
	reg [15:0] r_seg_data;
	always@(posedge clk or negedge rst_n) begin
		if(!rst_n)
			r_seg_data <= 'd0;
		else if(seg_data_valid_go == 1'b1)
			r_seg_data <= seg_data;
		else
			r_seg_data <= r_seg_data;
	end
	localparam DIV_CNT_MAX = 4;			 
	reg [2:0] r_div_cnt;
	always@(posedge clk or negedge rst_n) begin
		if(!rst_n)
			r_div_cnt <= 'd0;
		else if(r_div_cnt == DIV_CNT_MAX -1)
			r_div_cnt <= 'd0;
		else	
			r_div_cnt <= r_div_cnt + 1'b1;
	end
	wire w_sclk_pluse;	 
	assign w_sclk_pluse = (r_div_cnt == DIV_CNT_MAX -1) ? 1'b1 :1'b0;
	reg [4:0] r_sclk_edge_cnt;	 
	always@(posedge clk or negedge rst_n) begin
		if(!rst_n)
			r_sclk_edge_cnt <= 'd0;
		else if(w_sclk_pluse == 1'b1)
			if(r_sclk_edge_cnt == 5'd31)
				r_sclk_edge_cnt <= 'd0;
			else
				r_sclk_edge_cnt <= r_sclk_edge_cnt + 1'd1;
		else
			r_sclk_edge_cnt <= r_sclk_edge_cnt;
	end
	always@(posedge clk or negedge rst_n) begin
		if(!rst_n) begin
			seg_sclk <= 1'd0;
			seg_rclk <= 1'd0;
			seg_dio <= 1'd0;
		end
		else begin
			case(r_sclk_edge_cnt)
				5'd0 : begin seg_sclk = 1'b0; seg_rclk = 1'b1; seg_dio = r_seg_data[15]; end  
				5'd1 : begin seg_sclk = 1'b1; seg_rclk = 1'b0;  								 end 
				5'd2 : begin seg_sclk = 1'b0;				        seg_dio = r_seg_data[14]; end  
				5'd3 : begin seg_sclk = 1'b1;								   						 end
				5'd4 : begin seg_sclk = 1'b0;				        seg_dio = r_seg_data[13]; end  
				5'd5 : begin seg_sclk = 1'b1;														    end
				5'd6 : begin seg_sclk = 1'b0;				        seg_dio = r_seg_data[12]; end  
				5'd7 : begin seg_sclk = 1'b1;														    end
				5'd8 : begin seg_sclk = 1'b0;				        seg_dio = r_seg_data[11]; end  
				5'd9 : begin seg_sclk = 1'b1;														    end
				5'd10: begin seg_sclk = 1'b0;				        seg_dio = r_seg_data[10]; end  
				5'd11: begin seg_sclk = 1'b1;														    end
				5'd12: begin seg_sclk = 1'b0;				        seg_dio = r_seg_data[9];  end  
				5'd13: begin seg_sclk = 1'b1;					    									 end
				5'd14: begin seg_sclk = 1'b0;				        seg_dio = r_seg_data[8];  end  
				5'd15: begin seg_sclk = 1'b1;					    									 end
				5'd16: begin seg_sclk = 1'b0;				        seg_dio = r_seg_data[7];  end  
				5'd17: begin seg_sclk = 1'b1;					    									 end
				5'd18: begin seg_sclk = 1'b0;				        seg_dio = r_seg_data[6];  end  
				5'd19: begin seg_sclk = 1'b1;					    									 end
				5'd20: begin seg_sclk = 1'b0;				        seg_dio = r_seg_data[5];  end  
				5'd21: begin seg_sclk = 1'b1;					    									 end
				5'd22: begin seg_sclk = 1'b0;				        seg_dio = r_seg_data[4];  end  
				5'd23: begin seg_sclk = 1'b1;					    									 end
				5'd24: begin seg_sclk = 1'b0;				        seg_dio = r_seg_data[3];  end  
				5'd25: begin seg_sclk = 1'b1;					    									 end
				5'd26: begin seg_sclk = 1'b0;				        seg_dio = r_seg_data[2];  end  
				5'd27: begin seg_sclk = 1'b1;					    									 end
				5'd28: begin seg_sclk = 1'b0;				        seg_dio = r_seg_data[1];  end  
				5'd29: begin seg_sclk = 1'b1;					    									 end
				5'd30: begin seg_sclk = 1'b0;				        seg_dio = r_seg_data[0];  end  
				5'd31: begin seg_sclk = 1'b1;					    									 end
				default:;
			endcase
		end
	end
endmodule 
module seg_disp(
	clk,
	rst_n,
	disp_en,
	disp_data,
	disp_data_valid_go,
	seg_data,
	seg_data_valid_go
);
	input clk;
	input rst_n;
	input disp_en;
	input [31:0] disp_data;
	input disp_data_valid_go;
	output reg [14:0] seg_data;
	output reg seg_data_valid_go;
	reg [31:0] r_disp_data;
	always@(posedge clk or negedge rst_n) begin
		if(!rst_n)
			r_disp_data <= 'd0;
		else if(disp_data_valid_go == 1'b1) 
			r_disp_data <= disp_data;
		else
			r_disp_data <= r_disp_data;
	end
	localparam REFRESH_CNT_MAX = 50_000_000 / 1000;
	reg [$clog2(REFRESH_CNT_MAX)-1:0] r_refresh_cnt;
	always@(posedge clk or negedge rst_n) begin
		if(!rst_n)
			r_refresh_cnt <= 'd0;
		else if(disp_en == 1'b1) 
			if(r_refresh_cnt == REFRESH_CNT_MAX - 1)
				r_refresh_cnt <= 'd0;
			else
				r_refresh_cnt <= r_refresh_cnt + 1'd1;
		else
			r_refresh_cnt <= 'd0;
	end
	wire w_refresh_pluse;
	assign w_refresh_pluse = (r_refresh_cnt == REFRESH_CNT_MAX - 1) ? 1'b1:1'b0;
	reg [7:0] r_seg_sel;
	always@(posedge clk or negedge rst_n) begin
		if(!rst_n)
			r_seg_sel <= 8'b0000_0001;
		else if(w_refresh_pluse == 1'b1)
			r_seg_sel <= {r_seg_sel[6:0],r_seg_sel[7]};
		else
			r_seg_sel <= r_seg_sel;
	end
	reg [3:0] r_seg_disp;
	always@(*) begin
		case(r_seg_sel)
		8'b0000_0001 : r_seg_disp = r_disp_data[3:0];
		8'b0000_0010 : r_seg_disp = r_disp_data[7:4];
		8'b0000_0100 : r_seg_disp = r_disp_data[11:8];
		8'b0000_1000 : r_seg_disp = r_disp_data[15:12];
		8'b0001_0000 : r_seg_disp = r_disp_data[19:16];
		8'b0010_0000 : r_seg_disp = r_disp_data[23:20];
		8'b0100_0000 : r_seg_disp = r_disp_data[27:24];
		8'b1000_0000 : r_seg_disp = r_disp_data[31:28];		
		default:r_seg_disp = 4'b0000;
		endcase
	end
	reg [6:0] r_seg_code;
	always@(*) begin
		case(r_seg_disp)
			4'h0: r_seg_code = 7'b1000000;
			4'h1: r_seg_code = 7'b1111001;
			4'h2: r_seg_code = 7'b0100100;
			4'h3: r_seg_code = 7'b0110000;
			4'h4: r_seg_code = 7'b0011001;
			4'h5: r_seg_code = 7'b0010010;
			4'h6: r_seg_code = 7'b0000010;
			4'h7: r_seg_code = 7'b1111000;
			4'h8: r_seg_code = 7'b0000000;
			4'h9: r_seg_code = 7'b0010000;
			4'ha: r_seg_code = 7'b0001000;
			4'hb: r_seg_code = 7'b0000011;
			4'hc: r_seg_code = 7'b1000110;
			4'hd: r_seg_code = 7'b0100001;
			4'he: r_seg_code = 7'b0000110;
			4'hf: r_seg_code = 7'b0001110;
			default:;
		endcase
	end
	reg [1:0] r_refresh_pluse_sync;
	always@(posedge clk or negedge rst_n) begin
		if(!rst_n)
			r_refresh_pluse_sync <= 'd0;
		else 
			r_refresh_pluse_sync <= {r_refresh_pluse_sync[0],w_refresh_pluse};
	end
	always@(posedge clk or negedge rst_n) begin
		if(!rst_n) begin
			seg_data <= 'd0;
			seg_data_valid_go <= 1'd0;
		end
		else if(r_refresh_pluse_sync[1] == 1'b1) begin
			seg_data <= disp_en ? {r_seg_code,r_seg_sel} : 15'd0;
			seg_data_valid_go <= disp_en ? 1'b1 : 1'b0;
		end	
		else begin
			seg_data <= seg_data;
			seg_data_valid_go <= seg_data_valid_go;
		end
	end
endmodule
`timescale 1ns/1ns
module segment(
	i_clk,
	i_rst_n,
	o_seg_sclk,
	o_seg_rclk,
	o_seg_dio
);
	input i_clk;
	input i_rst_n;
	output o_seg_sclk;
	output o_seg_rclk;
	output o_seg_dio;
	wire  [31:0] disp_data;
	assign disp_data = 32'habcdef12;
	wire [15:0] seg_data;
	wire seg_data_valid_go;
seg_disp seg_disp(
	.clk(i_clk),
	.rst_n(i_rst_n),
	.disp_en(1'b1),
	.disp_data(disp_data),
	.disp_data_valid_go(1'b1),
	.seg_data(seg_data[14:0]),
	.seg_data_valid_go(seg_data_valid_go)
);
hc595_driver hc595_driver(
	.clk(i_clk),
	.rst_n(i_rst_n), 
	.seg_data({1'b1,seg_data[14:0]}),		 
	.seg_data_valid_go(seg_data_valid_go),
	.seg_sclk(o_seg_sclk),
	.seg_rclk(o_seg_rclk),
	.seg_dio(o_seg_dio)
);
endmodule
### run.sh
#!/bin/bash
# OpenROAD 26Q1-2900-gdf79404cd8, Yosys 0.63+post, stock flow scripts
make -C /OpenROAD-flow-scripts/flow DESIGN_CONFIG=/design/flow/config.mk WORK_HOME=/design/flow/orfs finish
==> impl_metrics.xml <==
<?xml version="1.0" encoding="UTF-8"?>
<metrics>
  <group name="grt">
    <metric name="maximum_number_of_pins_on_one_net_before_global_route_repair" unit="">71</metric>
    <metric name="via_count_of_the_first_global_routing_pass" unit="">2033</metric>
    <metric name="grt_first_pass_wirelength" unit="µm">9840</metric>
    <metric name="antenna_found_initial" unit="">0</metric>
    <metric name="globalRoute.totalOverflow" unit="">0</metric>
    <metric name="groute.usage.overall" unit="%">17.6</metric>
  </group>
  <group name="timing">
    <metric name="fin_skew" unit="ns">0.00934</metric>
    <metric name="setup_viol" unit="">0</metric>
    <metric name="final_report_hold_violation_count" unit="">0</metric>
    <metric name="final_critical_period" unit="ns">2.36</metric>
    <metric name="timing.max_slew.rel_slack" unit="%">43.2</metric>
    <metric name="final_min_period_over_clock_period" unit="%">73.9</metric>
    <metric name="timing.final.max_slew_violations" unit="">0</metric>
    <metric name="fin_worst_hold_slack" unit="ns">0.321</metric>
    <metric name="final.setup.tns" unit="ns">0</metric>
    <metric name="max_freq" unit="GHz">0.423</metric>
    <metric name="tightestPinTransition" unit="ns">0.853</metric>
    <metric name="rsz0062_at_grt" unit="">false</metric>
  </group>
  <group name="worst_setup_path">
    <metric name="crit_path_top_delay_cell" unit="">sky130_fd_sc_hd__dfrtp_1</metric>
    <metric name="worstSetupPathType" unit="">flop to flop</metric>
    <metric name="crit-reg2reg-launch" unit="">seg_disp.r_seg_sel[1]$_DFFE_PN0P_</metric>
    <metric name="setup.worst_path.end" unit="">seg_disp.seg_data[11]$_DFFE_PN0P_</metric>
    <metric name="worstPathCellList" unit="">nand2b_1, nand2b_1, a2bb2oi_1, inv_1, ha_1, o41ai_1, o32ai_1</metric>
    <metric name="r2r_slack" unit="ns">0.84</metric>
    <metric name="crit_top_cell" unit="">sky130_fd_sc_hd__nand2b_1</metric>
    <metric name="reg2reg_to" unit="">seg_disp.seg_data[11]$_DFFE_PN0P_</metric>
    <metric name="critPathMaxFanout" unit="">8</metric>
    <metric name="cp_num_cells" unit="">7</metric>
    <metric name="crit_path_max_incr_delay" unit="ns">0.47</metric>
    <metric name="worst-endpoint-required" unit="ns">3.37</metric>
    <metric name="cp-end-kind" unit="">flop</metric>
    <metric name="timing.critical_path.from_type" unit="">flop</metric>
    <metric name="worst-r2r-cell-count" unit="">7</metric>
    <metric name="worst_path_dominant_cell_family" unit="">AND-OR/OR-AND gates</metric>
    <metric name="worst-path-buf-inv" unit="">1</metric>
    <metric name="cp-startpoint" unit="">seg_disp.r_seg_sel[1]$_DFFE_PN0P_</metric>
    <metric name="critPathArrivalTime" unit="ns">2.53</metric>
  </group>
  <group name="clock_tree">
    <metric name="post_cts_buffers" unit="">0</metric>
    <metric name="tritoncts" unit="">built</metric>
    <metric name="cts.clk_slew.worst_paths" unit="ns">0.07</metric>
    <metric name="clock_tree.root_cell" unit="">sky130_fd_sc_hd__clkbuf_8</metric>
    <metric name="postCtsHoldBufs" unit="">0</metric>
    <metric name="clk_path_buf_depth" unit="">2</metric>
    <metric name="clock_tree.htree_level_count" unit="">3</metric>
    <metric name="numClockSinks" unit="">70</metric>
    <metric name="insertion_delay" unit="ns">0.33</metric>
    <metric name="post_cts.resized_instances" unit="">0</metric>
    <metric name="tritoncts.num_buffers" unit="">9</metric>
  </group>
  <group name="detailed_routing">
    <metric name="first_iter_violations" unit="">76</metric>
    <metric name="drc" unit="">0</metric>
    <metric name="wire_per_inst" unit="µm">14.4</metric>
    <metric name="dr.pass1.iters" unit="">4</metric>
    <metric name="via_count" unit="">2071</metric>
    <metric name="vias_per_cell" unit="">5.46</metric>
    <metric name="detail-route-antenna-nets" unit="">0</metric>
    <metric name="detail_route.antenna_diodes" unit="">0</metric>
    <metric name="drt-total-wl" unit="µm">5440</metric>
  </group>
  <group name="yosys">
    <metric name="synth_stat.cells" unit="">299</metric>
    <metric name="ys_seq_share" unit="%">51.2</metric>
    <metric name="async_reset_ff_share" unit="%">100</metric>
    <metric name="post_synth.cell_area_avg" unit="µm²">11.5</metric>
    <metric name="yosys-stat-area" unit="µm²">3420</metric>
    <metric name="yosys_warnings" unit="">2</metric>
    <metric name="netlist.top_cell.by_area" unit="">sky130_fd_sc_hd__dfrtp_1</metric>
    <metric name="synth.top_cell.area_share" unit="%">50.4</metric>
    <metric name="post_synth_num_cell_types" unit="">57</metric>
    <metric name="edf_count" unit="">0</metric>
    <metric name="netlist_area" unit="µm²">3420</metric>
    <metric name="flop_cell" unit="">sky130_fd_sc_hd__dfrtp_1</metric>
    <metric name="area_leaders" unit="">sky130_fd_sc_hd__dfrtp_1, sky130_fd_sc_hd__mux2_2, sky130_fd_sc_hd__ha_1</metric>
    <metric name="yosys_register_bits" unit="">70</metric>
    <metric name="gate_count_of_the_mapped_netlist" unit="">299</metric>
  </group>
  <group name="floorplan">
    <metric name="dieArea" unit="µm²">7180</metric>
    <metric name="chipWidth" unit="µm">84.8</metric>
    <metric name="row_count" unit="">29</metric>
    <metric name="die_height" unit="µm">84.8</metric>
    <metric name="placeable_core_region" unit="µm²">6490</metric>
    <metric name="initial_standard_cell_utilization_of_the_core" unit="%">52.7</metric>
    <metric name="top_level_ports" unit="">5</metric>
  </group>
  <group name="layout">
    <metric name="areaGrowthSynthToFinish" unit="%">6.87</metric>
    <metric name="layout_top_cell_excl_fill_tap" unit="">sky130_fd_sc_hd__dfrtp_1</metric>
    <metric name="layout.cells.most_common_list" unit="">sky130_fd_sc_hd__dfrtp_1, sky130_fd_sc_hd__mux2_2, sky130_fd_sc_hd__nor2_1</metric>
    <metric name="drive_gt1_share" unit="%">19.5</metric>
    <metric name="layout.filler_cells" unit="">543</metric>
  </group>
  <group name="placed_design">
    <metric name="numPortBuffers" unit="">4</metric>
    <metric name="half_perimeter_wire_length_after_placement" unit="µm">3610</metric>
    <metric name="finalWeightedCongestion" unit="">0.872</metric>
  </group>
  <group name="flow_run">
    <metric name="max_cap_viol_count" unit="">0</metric>
    <metric name="log.warning_count" unit="">34</metric>
  </group>
  <group name="hold_path">
    <metric name="hold_path_class" unit="">input port to async pin</metric>
  </group>
  <group name="pwr">
    <metric name="peakVddDrop" unit="mV">0.195</metric>
    <metric name="p_clk_share" unit="%">40.3</metric>
    <metric name="power_density" unit="nW/µm²">416</metric>
    <metric name="switching_share" unit="%">21.9</metric>
    <metric name="share_seq_of_total_power" unit="%">58.2</metric>
    <metric name="total_power" unit="mW">1.52</metric>
    <metric name="p_int" unit="mW">1.19</metric>
    <metric name="p_sw" unit="mW">0.334</metric>
    <metric name="power.leakage" unit="nW">1.77</metric>
    <metric name="pwr-share-comb" unit="%">1.5</metric>
  </group>
  <group name="run_status">
    <metric name="result_of_the_run" unit="">complete, no violations</metric>
  </group>
</metrics>
-- layout make-up --
type | count | area, µm² | area share [%]
flip-flops and latches | 70 | 1750 | 47.9
inverters | 8 | 30.0 | 0.821
well taps | 77 | 96.3 | 2.63
multi-input cells | 203 | 1560 | 42.6
clock inverters | 4 | 22.5 | 0.615
repair buffers | 5 | 55.1 | 1.50
clock buffers | 12 | 145 | 3.97
-- worst register-to-register path: stages (launching register included) --
cell                        delay, ns
sky130_fd_sc_hd__dfrtp_1         0.47
sky130_fd_sc_hd__nand2b_1        0.25
sky130_fd_sc_hd__nand2b_1        0.19
sky130_fd_sc_hd__a2bb2oi_1       0.44
sky130_fd_sc_hd__inv_1           0.13
sky130_fd_sc_hd__ha_1            0.24
sky130_fd_sc_hd__o41ai_1         0.38
sky130_fd_sc_hd__o32ai_1         0.12
-- routing by layer --
metal  wire [µm]  global-route usage (%)  vias up
met2        2370                    25.2       18
met4          46                    2.77        0
li1            -                       -     1051
met5           0                       0        -
met3         115                    1.99        5
met1        2900                    31.3      997
-- worst min path at each step --
stage     slack, ns  cells past startpoint                                end    start
4_1_cts        0.33                      2  hc595_driver.seg_rclk$_DFFE_PN0N_  i_rst_n
5_1_grt        0.34                      2   seg_disp.seg_data[8]$_DFFE_PN0P_  i_rst_n
6_report       0.32                      2  seg_disp.seg_data[14]$_DFFE_PN0P_  i_rst_n
-- synth_stat cells (4+ instances only) --
cell type                  count
sky130_fd_sc_hd__a21oi_1       8
sky130_fd_sc_hd__buf_2         7
sky130_fd_sc_hd__clkbuf_1      8
sky130_fd_sc_hd__dfrtp_1      69
sky130_fd_sc_hd__ha_1         13
sky130_fd_sc_hd__inv_1         8
sky130_fd_sc_hd__mux2_1        5
sky130_fd_sc_hd__mux2_2       30
sky130_fd_sc_hd__nand2_1      19
sky130_fd_sc_hd__nand2b_1      7
sky130_fd_sc_hd__nand3_1       6
sky130_fd_sc_hd__nand4_1       4
sky130_fd_sc_hd__nor2_1       22
sky130_fd_sc_hd__nor2b_1       4
sky130_fd_sc_hd__nor3_1        8
sky130_fd_sc_hd__o21ai_0      12
sky130_fd_sc_hd__xnor2_1       8
sky130_fd_sc_hd__xor2_1        7
-- cell families (layout without fill, tap and decap cells) --
kind of cell	count (synthesis)	in the layout	synth area share, %
fa+ha+maj	13	13	4.75
other cells	1	1	0.110
mux	40	40	13.7
flops	70	70	51.2
compound gates	44	44	8.29
xor+xnor	15	15	3.84
buf+inv	26	29	3.32
simple gates	90	90	14.8
-- state kept, by name, indices dropped and copies added, names as in the netlist --
register and count:
hc595_driver.seg_sclk 1, seg_disp.r_seg_sel 8, hc595_driver.seg_rclk 1, seg_disp.r_disp_data 1
seg_disp.seg_data_valid_go 1, hc595_driver.r_div_cnt 3, seg_disp.seg_data 15, hc595_driver.r_seg_data 16
seg_disp.r_refresh_cnt 16, hc595_driver.seg_dio 1, seg_disp.r_refresh_pluse_sync 2, hc595_driver.r_sclk_edge_cnt 5
-- per-stage QoR --
stage	instance area [µm²]	utilization, %	cells	worst slack, ns
detailed placement	3490	53.8	363	0.840
global route	3660	56.3	379	0.599
floorplan	3420	-	299	0.918
global placement	3490	53.8	363	0.881
finish	3660	56.3	379	0.836
CTS	3660	56.3	379	0.824
-- power by group through the flow --
stage	Clock, mW	Combinational (mW)	Sequential, mW
CTS	0.637	0.0250	0.885
global route	0.672	0.0278	0.885
finish	0.614	0.0232	0.886
Power figures rest on the tool's default switching activity, not on a simulated workload.
